==> /design/flow/design.v <==
  module dot_product_stage_1 (stage1_in_1, stage1_in_2, clk, stage1_out_x, stage1_out_y, stage1_out_z);
  input [56:0] 	stage1_in_1;
  input [56:0] 	stage1_in_2;
  input         clk; 
  output [18:0] stage1_out_x;
  output [18:0] stage1_out_y;
  output [18:0] stage1_out_z;
  reg [18:0] reg_x1; 
  reg [18:0] reg_x2;
  reg [18:0] reg_y1;      
  reg [18:0] reg_y2;      
  reg [18:0] reg_z1;   
  reg [18:0] reg_z2;
  reg [36:0] temp_stage1_out_x;     
  reg [36:0] temp_stage1_out_y;     
  reg [36:0] temp_stage1_out_z;
  reg [18:0] temp_out_x;
  reg [18:0] temp_out_y;       
  reg [18:0] temp_out_z;
  always @ *
    begin: ARITHMETIC_BLOCK
      reg_x1[18:0] = stage1_in_1[56:38];      
      reg_x2[18:0] = stage1_in_2[56:38];
      reg_y1[18:0] = stage1_in_1[37:19];      
      reg_y2[18:0] = stage1_in_2[37:19];
      reg_z1[18:0] = stage1_in_1[18:0];       
      reg_z2[18:0] = stage1_in_2[18:0];
      temp_stage1_out_x[36] = reg_x1[18] ^ reg_x2[18];       
      temp_stage1_out_x[35:0] = reg_x1[17:0] * reg_x2[17:0];   
      temp_stage1_out_y[36] = reg_y1[18] ^ reg_y2[18];       
      temp_stage1_out_y[35:0] = reg_y1[17:0] * reg_y2[17:0];   
      temp_stage1_out_z[36] = reg_z1[18] ^ reg_z2[18];       
      temp_stage1_out_z[35:0] = reg_z1[17:0] * reg_z2[17:0];   
    end
  always @ (posedge clk)
    begin: OVERFLOW_HANDLING_DELAY_BLOCK
      temp_out_x[18:0] <= {|temp_stage1_out_x[35:28]}  ?  { temp_stage1_out_x[36], {18{1'b1}} } : { temp_stage1_out_x[36], temp_stage1_out_x[27:10] };
      temp_out_y[18:0] <= {|temp_stage1_out_y[35:28]}  ?  { temp_stage1_out_y[36], {18{1'b1}} } : { temp_stage1_out_y[36], temp_stage1_out_y[27:10] };
      temp_out_z[18:0] <= {|temp_stage1_out_z[35:28]}  ?  { temp_stage1_out_z[36], {18{1'b1}} } : { temp_stage1_out_z[36], temp_stage1_out_z[27:10] };
    end 
  assign stage1_out_x[18:0] = temp_out_x[18:0];
  assign stage1_out_y[18:0] = temp_out_y[18:0];
  assign stage1_out_z[18:0] = temp_out_z[18:0];
endmodule
module dot_product_stage_2(stage2_in_1, stage2_in_2, stage2_in_3, clk, stage2_out);
  input [18:0] stage2_in_1;
  input [18:0] stage2_in_2;
  input [18:0] stage2_in_3;
  input clk;
  output [18:0] stage2_out;
  localparam ALL_POS = 3'b000;
  localparam Z_NEG   = 3'b001;
  localparam Y_NEG   = 3'b010;
  localparam YZ_NEG  = 3'b011;   
  localparam X_NEG   = 3'b100;
  localparam XZ_NEG  = 3'b101;
  localparam XY_NEG  = 3'b110;
  localparam XYZ_NEG = 3'b111;
  reg [18:0] product_x;   
  reg [18:0] product_y;     
  reg [18:0] product_z; 
  reg [18:0] temp_sum_xy;     
  reg [18:0] temp_sum_yz;     
  reg [18:0] temp_sum_xz;     
  reg [20:0] temp_sum;   
  reg [18:0] temp_out;
  reg [18:0] final_temp_out;
  reg [2:0] concatenated_sign_bits;  
  always @ *
    begin: ADDITION    
      product_x[18:0] = stage2_in_1;
      product_y[18:0] = stage2_in_2;
      product_z[18:0] = stage2_in_3;
      concatenated_sign_bits[2:0] = {product_x[18], product_y[18], product_z[18]};
      temp_sum_xy[18:0] = product_x[17:0] + product_y[17:0]; 
      temp_sum_yz[18:0] = product_y[17:0] + product_z[17:0];    
      temp_sum_xz[18:0] = product_z[17:0] + product_x[17:0];
      case (concatenated_sign_bits[2:0])
        ALL_POS: begin
                   temp_sum[19:0] = product_x[17:0] + product_y[17:0] + product_z[17:0];
                   temp_sum[20] = 1'b0;  
                 end   
        Z_NEG:   begin
                   if(temp_sum_xy[18:0] > product_z[17:0])
                     begin
                       temp_sum[19:0] = temp_sum_xy[18:0] - product_z[17:0];
                       temp_sum[20] = 1'b0;  
                     end
                   else    
                     begin
                       temp_sum[19:0] = product_z[17:0] - temp_sum_xy[18:0];
                       temp_sum[20] = 1'b1;  
                     end
                 end   
        Y_NEG:   begin
                   if(temp_sum_xz[18:0] > product_y[17:0])
                     begin
                       temp_sum[19:0] = temp_sum_xz[18:0] - product_y[17:0];
                       temp_sum[20] = 1'b0;  
                     end 
                   else    
                     begin
                       temp_sum[19:0] = product_y[17:0] - temp_sum_xz[18:0];
                       temp_sum[20] = 1'b1;  
                     end
                 end   
        YZ_NEG:  begin
                   if(temp_sum_yz[18:0] > product_x[17:0])
                     begin
                       temp_sum[19:0] = temp_sum_yz[18:0] - product_x[17:0];
                       temp_sum[20] = 1'b1;  
                     end
                   else   
                     begin
                       temp_sum[19:0] = product_x[17:0] - temp_sum_yz[18:0];
                       temp_sum[20] = 1'b0;  
                     end
                 end   
        X_NEG:   begin
                   if(temp_sum_yz[18:0] > product_z[17:0])
                     begin
                       temp_sum[19:0] = temp_sum_yz[18:0] - product_x[17:0];
                       temp_sum[20] = 1'b0;  
                     end
                   else    
                     begin
                       temp_sum[19:0] = product_x[17:0] - temp_sum_yz[18:0];
                       temp_sum[20] = 1'b1;  
                     end
                 end   
        XZ_NEG:  begin
                   if(temp_sum_xz[18:0] > product_y[17:0])
                     begin
                       temp_sum[19:0] = temp_sum_xz[18:0] - product_y[17:0];
                       temp_sum[20] = 1'b1;  
                     end
                   else   
                     begin
                       temp_sum[19:0] = product_y[17:0] - temp_sum_xz[18:0];
                       temp_sum[20] = 1'b0;  
                     end
                 end   
        XY_NEG:  begin
                   if(temp_sum_xy[18:0] > product_z[17:0])
                     begin
                       temp_sum[19:0] = temp_sum_xy[18:0] - product_z[17:0];
                       temp_sum[20] = 1'b1;  
                     end
                   else   
                     begin
                       temp_sum[19:0] = product_y[17:0] - temp_sum_xy[18:0];
                       temp_sum[20] = 1'b0;  
                     end
                 end   
        XYZ_NEG: begin
                   temp_sum[19:0] = product_x[17:0] + product_y[17:0] + product_z[17:0];
                   temp_sum[20] = 1'b1;  
                 end
      endcase   
      if(|temp_sum[19:18] == 1)                          
        begin
          temp_out[18:0] = {temp_sum[20], {17{1'b1}}}; 
        end
      else                  
        begin
          temp_out[18:0] = {temp_sum[20], temp_sum[17:0]};  
        end
    end  
  always @ (posedge clk)
    begin : STAGE2_TIMING_CONTROL
      final_temp_out[18:0] <= temp_out[18:0];
    end  
  assign stage2_out[18:0] = final_temp_out[18:0];
endmodule 
module dot_product_TOP (in_vector_1, in_vector_2, clk, out_scalar);
  input [56:0] in_vector_1;
  input [56:0] in_vector_2;
  input clk;
  output [18:0] out_scalar; 
  wire [18:0] stage1_out_x;
  wire [18:0] stage1_out_y;
  wire [18:0] stage1_out_z;
  dot_product_stage_1 STAGE1 (  .stage1_in_1    (in_vector_1), 
                                .stage1_in_2    (in_vector_2), 
                                .clk            (clk), 
                                .stage1_out_x   (stage1_out_x), 
                                .stage1_out_y   (stage1_out_y), 
                                .stage1_out_z   (stage1_out_z)
                             );     
  dot_product_stage_2 STAGE2 (  .stage2_in_1    (stage1_out_x),
                                .stage2_in_2    (stage1_out_y),
                                .stage2_in_3    (stage1_out_z),
                                .clk            (clk), 
                                .stage2_out     (out_scalar)
                             );     
endmodule
==> /design/flow/run.sh <==
#!/bin/bash
# OpenROAD 26Q1-2900-gdf79404cd8, Yosys 0.63+post, stock flow scripts
make -C /OpenROAD-flow-scripts/flow DESIGN_CONFIG=/design/flow/config.mk WORK_HOME=/design/flow/orfs finish
==> /design/flow/config.mk <==
export PLATFORM = sky130hd
export DESIGN_NAME = dot_product_TOP
export DESIGN_NICKNAME = dot_product_TOP
export VERILOG_FILES = /design/flow/design.v
export SDC_FILE = /design/flow/constraint.sdc
export NUM_CORES = 4
export LEC_CHECK = 1
export CORE_UTILIZATION = 40
==> /design/flow/constraint.sdc <==
current_design dot_product_TOP

set clk_period 17.1
set clk_io_pct 0.2

create_clock -name clk0 -period $clk_period [get_ports {clk}]

set non_clock_inputs [all_inputs -no_clocks]
set_input_delay [expr $clk_period * $clk_io_pct] -clock clk0 $non_clock_inputs
set_output_delay [expr $clk_period * $clk_io_pct] -clock clk0 [all_outputs]
==> changes_impl.md <==
### Metrics

* Status: finished clean
* Seq/Total Area, Yosys at 3.525%
* CP cell instances: clkdlybuf4s50_1, nand2_1, fa_1, fa_1, fa_1, inv_1, fa_1, fa_1, inv_1, fa_1, inv_1, ha_1, and4_1, a221oi_1, o21ai_0, o21a_1, o2111ai_1, a31oi_1, a41oi_1, or4_1, a211oi_2, buf_4, o21ai_0
* Top fanout value on the critical path at 18
* Post-Syn Area at 43170 sq um
* CTS tree: yes
* Mean routed wirelength per cell at 17.37 um
* CP Class: in -> reg
* Final Hold Vio Count at 0
* Worst setup SP type: input port
* ANT cells at 0
* RSZ-0062 raised after global routing: no
* Max Cap Viol at 0
* Layout area overhead at 7.101%
* Syn avg cell area at 8.337 sq um
* Core region area at 107100 sq um
* GRT overflow at 0
* Warnings from Yosys at 2
* Most common reg cell: dfxtp_1
* Setup TNS at 0 ns
* PortBufs at 133
* Clk buf depth at 2
* Post-Syn Instances at 5178
* # Cells Yosys at 5178
* H-tree depth at 3
* Post-synthesis simple-gate area fraction at 18.55%
* Post-synthesis mux area share at 0.7739%
* Xor/xnor share at 3.551%
* Synth logic family: adder cells
* Slew HR at 39.36%
* Post-CTS Repair Setup Buffers at 0
* Share of cells above drive strength 1 at 1.909%
* Worst-path clk slew at 0.07 ns
* Tcrit/Tclk final at 61.00%
* First-pass GRT wire length at 186400 um
* Row count at 120
* Clock sinks at 76
* CP top delay family: adder cells
* Die width at 330.5 um
* Critical path endpoint category: flop
* Period minus WS final at 10.43 ns
* Dpl hpwl at 95400 um
* Setup violators final at 0
* Root Driver: clkbuf_16
* # DRC at 0
* Cts bufs inserted at 9
* Cts hold-fix bufs at 0
* Max incr delay on CP at 1.03 ns
* CP bufs+invs at 5
* Req. time, crit path at 17.35 ns
* Number of enable flip-flop cells at 0
* Top cell by count, worst path: fa_1
* Die height at 330.5 um
* Worst-Margin Slew at 0.9068 ns
* Via density at 5.186
* CP max stage cell: clkdlybuf4s50_1
* Chip Area, Yosys at 43170 sq um
* GRT Overall Usage at 22.72%
* Pre-Place Util at 40.32%
* Post-CTS sizing at 0
* DRT Wirelength at 114400 um
* Adders+Majority by Area at 51.44%
* FF+latch count, synth at 76
* Final Wtd Congestion at 0.9767
* Critical path data arrival time at 10.68 ns
* Initial antenna violation count at 0
* Final clock skew at 0.01108 ns
* Die area at 109200 sq um
* Vias in the first global route at 34297
* Late-Pin Clk Latency at 0.38 ns
* Largest net degree at the start of global routing at 34
* Fmax at 0.09587 GHz
* Drt first pass iters at 7
* Synth async-reset ratio at 0%
* Log Warnings at 100
* Vias post-DR at 34173
* Netlist cell types at 85
* Final max-slew violation count at 0
* Complex Gates by Area at 11.48%
* Initial DRC count at 1945
* Post-DRT Antenna Nets at 0
* Worst hold path class: reg -> reg
* I/O pins at 134
[per-stage QoR]
stage          setup WS, ns  hold WS (ns)  cell area (sq um)  utilization, %  std cells
3_5_place_dp          6.215        0.9027              45900           42.88       6573
3_3_place_gp          6.365        0.8975              45900           42.88       6573
4_1_cts               6.594        0.9209              46230           43.19       6589
6_report              6.669        0.9112              46230           43.19       6589
2_1_floorplan         7.202        0.7249              43170               -       5178
5_1_grt               6.165         1.014              46230           43.19       6589
[layer usage]
layer  track usage [%]  vias up  part of all wire [%]
met5            0.1739        -                     0
met4             2.785        0                   1.5
met3             4.415       90                   6.6
met2             34.27      944                    45
met1             36.15    16871                    47
li1                  -    16268                     -
[state kept, by name, summed over array words and instances, names as in the netlist]
signal                 flops
STAGE1.temp_out_x         19
STAGE1.temp_out_y         19
STAGE1.temp_out_z         19
STAGE2.final_temp_out     19
[worst min-delay path: cells and delay by family (launching register included)]
family | cells | cell delay, ns
compound gates | 2 | 0.13
flops | 1 | 0.45
xor+xnor | 1 | 0.21
simple gates | 2 | 0.09
[logic make-up (layout without fill, tap and decap cells)]
family | count (synthesis) | in the layout
XOR/XNOR | 175 | 175
AND-OR/OR-AND | 755 | 755
adder cells (fa/ha/maj) | 1311 | 1311
flip-flops | 76 | 76
buffers and inverters | 1218 | 1226
AND/OR/NAND/NOR | 1610 | 1610
multiplexers | 33 | 33
[cell usage after synthesis (42+ instances only)]
cell type	instances	area, sq um
xnor2_1	110	963.4
clkbuf_1	176	660.6
o21a_1	43	322.8
a21oi_1	206	1031
dfxtp_1	76	1521
a21o_1	75	563.0
nor3_1	55	275.3
nand2_1	640	2402
nor2_1	176	660.6
nor2b_1	42	262.8
ha_1	538	6731
inv_1	1020	3829
fa_1	773	15470
nand3_1	43	215.2
and2_1	487	3047
xor2_1	65	569.3
o21ai_0	155	775.7
[path summary, 6_finish.rpt]
kind              slack (ns)                        end  cells after the start            startpoint
setup / recovery        6.67       STAGE1.temp_out_y[1]                     23       in_vector_1[32]
hold / removal          0.91   STAGE2.final_temp_out[0]                      5  STAGE1.temp_out_y[0]
setup reg to reg        9.77  STAGE2.final_temp_out[16]                     24  STAGE1.temp_out_y[1]
hold reg to reg         0.91   STAGE2.final_temp_out[0]                      5  STAGE1.temp_out_y[0]
[area by class of cell]
cell class | count | area, sq um
tap | 1403 | 1755
multi-input combinational | 3884 | 37040
clock buffer | 9 | 225.2
sequential | 76 | 1521
fill | 10626 | 60820
inverter | 1021 | 3832
clock inverter | 7 | 106.4
timing repair buffer | 189 | 1752
[placed cells by master (no fill, tap or decap), drive strengths merged, types with 76 or more instances in the layout]
master,n
inv,1025
fa,773
nand2,640
ha,538
and2,487
a21oi,206
nor2,176
o21ai,164
clkdlybuf4s50,133
xnor2,110
dfxtp,76
