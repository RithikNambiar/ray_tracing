==> /design/flow/config.mk <==
export PLATFORM = sky130hd
export DESIGN_NAME = signed_vector_subtraction
export DESIGN_NICKNAME = signed_vector_subtraction
export VERILOG_FILES = /design/flow/design.v
export SDC_FILE = /design/flow/constraint.sdc
export NUM_CORES = 4
export LEC_CHECK = 1
export CORE_UTILIZATION = 50
==> /design/flow/run.sh <==
#!/bin/bash
# OpenROAD 26Q1-2900-gdf79404cd8, Yosys 0.63+post, stock flow scripts
make -C /OpenROAD-flow-scripts/flow DESIGN_CONFIG=/design/flow/config.mk WORK_HOME=/design/flow/orfs finish
==> /design/flow/design.v <==
module signed_vector_subtraction (in_vector_1, in_vector_2, out_vector);
  input wire  [56:0] in_vector_1, in_vector_2;
  output wire [56:0] out_vector;                    
  wire [18:0] x1, y1, z1;    
  wire [18:0] x2, y2, z2;
  reg [19:0] x, y, z;        
  assign x1 = in_vector_1[56:38];    
  assign y1 = in_vector_1[37:19];
  assign z1 = in_vector_1[18:0];
  assign x2 = in_vector_2[56:38];    
  assign y2 = in_vector_2[37:19];
  assign z2 = in_vector_2[18:0];
  localparam BOTH_POS = 2'b00;               
  localparam FIRST_POS_SEC_NEG = 2'b01;      
  localparam FIRST_NEG_SEC_POS = 2'b10;      
  localparam BOTH_NEG = 2'b11;               
    always@ *
      begin : X_COMPONENT      
        case ( {x1[18], x2[18]} ) 
          BOTH_POS: begin                                   
                      if (x1[17:0] < x2[17:0])
                        begin
                          x[18:0] = x2[17:0] - x1[17:0];
                          x[19] = 1;                        
                        end
                      else  
                        begin
                          x[18:0] = x1[17:0] - x2[17:0];
                          x[19] = 0;                        
                        end
                    end  
          FIRST_POS_SEC_NEG: begin                          
                               x[18:0] = x1[17:0] + x2[17:0];
                               x[19] = 0;                   
                             end  
          FIRST_NEG_SEC_POS: begin                          
                               x[18:0] = x1[17:0] + x2[17:0];
                               x[19] = 1;                   
                             end  
          BOTH_NEG: begin                                   
                      if (x1[17:0] > x2[17:0])
                        begin
                          x[18:0] = x1[17:0] - x2[17:0];
                          x[19] = 1;                        
                        end 
                      else  
                        begin
                          x[18:0] = x2[17:0] - x1[17:0];
                          x[19] = 0;                        
                        end
                    end  
        endcase
        if( x[19] == 0 && x[18] == 1)                              
          begin
            x[17:0] = {18{1'b1}};   
          end
        else if( x[19] == 1 && x[18] == 1)
          begin
            x[17:0] = {18{1'b1}};   
          end
      end
    always@ *
      begin : Y_COMPONENT      
        case ( {y1[18], y2[18]} ) 
          BOTH_POS: begin                                   
                      if (y1[17:0] < y2[17:0])
                        begin
                          y[18:0] = y2[17:0] - y1[17:0];
                          y[19] = 1;                        
                        end
                      else  
                        begin
                          y[18:0] = y1[17:0] - y2[17:0];
                          y[19] = 0;                        
                        end
                    end  
          FIRST_POS_SEC_NEG: begin                          
                               y[18:0] = y1[17:0] + y2[17:0];
                               y[19] = 0;                   
                             end  
          FIRST_NEG_SEC_POS: begin                          
                               y[18:0] = y1[17:0] + y2[17:0];
                               y[19] = 1;                   
                             end  
          BOTH_NEG: begin                                   
                      if (y1[17:0] > y2[17:0])
                        begin
                          y[18:0] = y1[17:0] - y2[17:0];
                          y[19] = 1;                        
                        end 
                      else  
                        begin
                          y[18:0] = y2[17:0] - y1[17:0];
                          y[19] = 0;                        
                        end
                    end  
        endcase
        if( y[19] == 0 && y[18] == 1)                              
          begin
            y[17:0] = {18{1'b1}};   
          end
        else if( y[19] == 1 && y[18] == 1)
          begin
            y[17:0] = {18{1'b1}};   
          end
      end
    always@ *
      begin : Z_COMPONENT      
        case ( {z1[18], z2[18]} ) 
          BOTH_POS: begin                                   
                      if (z1[17:0] < z2[17:0])
                        begin
                          z[18:0] = z2[17:0] - z1[17:0];
                          z[19] = 1;                        
                        end
                      else  
                        begin
                          z[18:0] = z1[17:0] - z2[17:0];
                          z[19] = 0;                        
                        end
                    end  
          FIRST_POS_SEC_NEG: begin                          
                               z[18:0] = z1[17:0] + z2[17:0];
                               z[19] = 0;                   
                             end  
          FIRST_NEG_SEC_POS: begin                          
                               z[18:0] = z1[17:0] + z2[17:0];
                               z[19] = 1;                   
                             end  
          BOTH_NEG: begin                                   
                      if (z1[17:0] > z2[17:0])
                        begin
                          z[18:0] = z1[17:0] - z2[17:0];
                          z[19] = 1;                        
                        end 
                      else  
                        begin
                          z[18:0] = z2[17:0] - z1[17:0];
                          z[19] = 0;                        
                        end
                    end  
        endcase
        if( z[19] == 0 && z[18] == 1)                              
          begin
            z[17:0] = {18{1'b1}};   
          end
        else if( z[19] == 1 && z[18] == 1)
          begin
            z[17:0] = {18{1'b1}};   
          end
      end
  assign out_vector[56:0] = { {x[19], x[17:0]}, {y[19], y[17:0]}, {z[19], z[17:0]} };    
endmodule
==> /design/flow/constraint.sdc <==
current_design signed_vector_subtraction

set clk_period 11.6
set clk_io_pct 0.2

create_clock -name clk0 -period $clk_period

set non_clock_inputs [all_inputs -no_clocks]
set_input_delay [expr $clk_period * $clk_io_pct] -clock clk0 $non_clock_inputs
set_output_delay [expr $clk_period * $clk_io_pct] -clock clk0 [all_outputs]
==> run summary <==
The following summarizes the physical implementation.

Run status
The flow ran to the end, and the final reports show no timing, DRC or antenna violations.

Worst setup path
The type of origin of the critical path is an input pin. For reference, the critical path cell chain is clkdlybuf4s50_1, inv_1, ha_1, clkinv_1, o31ai_1, a22oi_1, o211a_1, nor2_1, buf_4, mux2_2, mux2i_1, o21ai_0, a21o_1, clkdlybuf4s50_1. Among the stages of the critical path, the cell type that occurs most often is sky130_fd_sc_hd__clkdlybuf4s50_1.

Max fanout on the critical path was recorded as 13. Data arrives at the worst endpoint at 6.76 ns. The worst setup path is of the input pin to output pin kind.

The kind of cell with the highest combined delay on the critical path is buffers and inverters. The required time at the endpoint of the critical path is roughly 9.3 ns. The count of buffering cells on the critical path with inverters included is 5. The longest individual stage delay on the worst path is roughly 0.5 ns. On the critical path, the stage with the largest delay is an instance of sky130_fd_sc_hd__clkdlybuf4s50_1. STA classifies the critical path endpoint as an output pin.

Final timing
Hold-check failures listed in the final report amount to 0. The maximum achievable frequency is between 100 and 150 MHz. The measured slew at the worst slew-check pin is around 0.94 ns.

After routing, the total negative slack on setup checks comes to 0 ns. Per the slew report, the remaining headroom to the max-slew limit stands at 0.3650. The final setup slack of the worst path is between 2 and 3 ns.

Dividing the final minimum period by the clock period gives 0.7832. Setup repair after global routing left no endpoint under its margin. The final-report setup violation count is 0.

The count of final max-slew check failures is 0. The clock period minus final worst setup slack is between 9 and 10 ns.

Floorplanning
The core area is approximately 0.021 mm^2. The initial cell density of the core is 0.5127. The chip occupies 0.02228 mm^2.

The horizontal die dimension reported for this design is around 150 um. According to the I/O placement log, the pin count is 171. The vertical extent of the die is approximately 150 um. After floorplanning, the core was divided into around 53 placement rows.

Hold path
The path class of the tightest hold or removal check is input pin to output pin.

Power and ir drop
Internal power comes to 0.3740 mW. The clock network fraction of total power is 0. The power report attributes to the combinational group a share of 1.000.

The script extracted a net switching power of about 0.44 mW. The leakage dissipation is 5.733 nW. The fraction of power consumed by sequential logic is 0. Per the summary, power density relative to cell area is around 65 mW/mm^2. IR analysis of the VDD net gives a maximum drop of roughly 0.033 mV. Of the total power, the share spent switching nets is 0.5412.

Synth
The instance count of the mapped netlist is 1609. The count of synthesis-stage warnings from yosys is 1. The area recorded from the Yosys report for this design is around 0.011 mm^2. The sequential area share after synthesis is 0. Counting distinct cell types in the post-synthesis netlist gives 99.

For reference, the top cells by area after synthesis are sky130_fd_sc_hd__ha_1 (19%), sky130_fd_sc_hd__a21oi_1 (7.2%), sky130_fd_sc_hd__inv_1 (6.2%). The share of synthesized area in the top cell type comes to 0.1938. The average size of a mapped cell is slightly below 7 um^2. The cell total in the yosys stat output is between 1500 and 2000. Before any placement, the netlist area is recorded as between 0.01 and 0.015 mm^2. The biggest area consumer among synthesized cells is sky130_fd_sc_hd__ha_1.

Run
The number of max-cap violations is 0. The number of logged tool warnings is between 100 and 150.

GRT
Entering global routing, the biggest net connects 34 pins. For this run, the total global-route usage over all layers was measured as 0.3186. The global-route wire length before repair is 56260 um.

The initial antenna violation count is 1. The via count of the first global-routing pass is approximately 11000. For this run the aggregate overflow at the end of global routing stands at 0.

Layout
The area growth from synthesis to layout is 15.78%. The most instantiated logic cell after routing is sky130_fd_sc_hd__inv_1. The footprint of the flip-flops and latches is 0 um^2.

Sequential cells placed in the final layout were counted as 0. Counting the clock-network buffers in the layout gives 0. In the layout the commonest cells are sky130_fd_sc_hd__inv_1 (178), sky130_fd_sc_hd__clkdlybuf4s50_1 (171), sky130_fd_sc_hd__ha_1 (168). Fill cells in the final layout number about 2000.

The fraction of final layout cells sized beyond drive strength 1 is 0.04695.

Drt
The script logs the ratio of routed vias to standard cells as between 6 and 7. The count of vias placed by the detailed router is 11940. The tally of nets with antenna violations remaining after routing is 0. The first-iteration detailed-routing DRC count is 824.

The length of the first detailed-routing pass in iterations is 5. The wire length recorded after detailed routing is ~36000 um. The routed design shows a wire length per standard cell of about 18 um. The DRC violation count after routing is 0.

Placed design
The number of buffer cells added on primary ports is roughly 170. The worst slack at placement is ~2.6 ns. In the placement report, post-DP HPWL is listed as between 20000 and 30000 um.

The last weighted congestion value of the routability-driven placer is 0.9821.

Clock network
The post-CTS setup repair buffer count is 0. Post-CTS repair ended up resizing 0 cells. The count of hold buffers inserted by post-cts repair is 0.
## metrics by stage
step / cells / cell area, um^2 / utilization / power (mW) / hold slack (ns)
2_1_floorplan: 1609 / 10850 / - / 0.5312 / 4.694
5_1_grt: 1980 / 12560 / 0.5936 / 0.8928 / 5.729
4_1_cts: 1979 / 12550 / 0.5935 / 0.8053 / 5.684
3_3_place_gp: 1979 / 12550 / 0.5935 / 0.7989 / 5.672
3_5_place_dp: 1979 / 12550 / 0.5935 / 0.8003 / 5.678
6_report: 1980 / 12560 / 0.5936 / 0.8151 / 5.671
## routing by layer
metal,part of all wire,GRT usage,vias up
li1,-,-,5978
met1,0.47,0.4778,5419
met2,0.44,0.4988,506
met3,0.075,0.03401,36
met4,0.013,0.04490,0
met5,0,0,-
## power by group through the flow
stage | logic [mW] | clock network, mW | registers, mW
after CTS | 0.805 | 0 | 0
after global routing | 0.893 | 0.0000000115 | 0
final | 0.815 | 0.0000000115 | 0
## Yosys cell counts (8+ instances only)
cell / number
sky130_fd_sc_hd__ha_1: 168
sky130_fd_sc_hd__clkbuf_1: 36
sky130_fd_sc_hd__o31ai_1: 12
sky130_fd_sc_hd__nand2_1: 113
sky130_fd_sc_hd__a211o_1: 14
sky130_fd_sc_hd__a21o_1: 38
sky130_fd_sc_hd__or3_1: 8
sky130_fd_sc_hd__nor2b_1: 18
sky130_fd_sc_hd__xnor2_1: 65
sky130_fd_sc_hd__o221ai_1: 10
sky130_fd_sc_hd__a31oi_1: 14
sky130_fd_sc_hd__buf_2: 31
sky130_fd_sc_hd__inv_1: 178
sky130_fd_sc_hd__nand2b_1: 23
sky130_fd_sc_hd__or2_2: 9
sky130_fd_sc_hd__a221oi_1: 24
sky130_fd_sc_hd__nand3_1: 31
sky130_fd_sc_hd__xor2_1: 16
sky130_fd_sc_hd__nor4_1: 16
sky130_fd_sc_hd__fa_1: 9
sky130_fd_sc_hd__nor3_1: 32
sky130_fd_sc_hd__o211ai_1: 28
sky130_fd_sc_hd__o41ai_1: 9
sky130_fd_sc_hd__a21oi_1: 156
sky130_fd_sc_hd__and3_1: 11
sky130_fd_sc_hd__o21a_1: 12
sky130_fd_sc_hd__o21bai_1: 20
sky130_fd_sc_hd__a221o_1: 9
sky130_fd_sc_hd__mux2_2: 22
sky130_fd_sc_hd__a211oi_1: 18
sky130_fd_sc_hd__nand4_1: 14
sky130_fd_sc_hd__o21ai_0: 94
sky130_fd_sc_hd__nor2_1: 155
sky130_fd_sc_hd__buf_4: 9
sky130_fd_sc_hd__mux2i_1: 51
## path summary, 6_finish.rpt
kind | from | end | slack (ns) | depth (start not counted)
max | in_vector_1[51] | out_vector[42] | 2.52 | 14
min | in_vector_1[18] | out_vector[18] | 5.67 | 4
## cell families after synthesis
group	after synthesis	share of synthesized area
adders and majority gates	177	0.2104
and+or+nand+nor	464	0.2060
muxes	75	0.07268
buffers and inverters	269	0.1026
xor gates and xnor gates	81	0.06541
AOI/OAI and AO/OA	543	0.3429
## worst min-delay path, cell delays in order
cell and delay (ns):
sky130_fd_sc_hd__clkdlybuf4s50_1 0.42, sky130_fd_sc_hd__inv_1 0.08, sky130_fd_sc_hd__o221ai_1 0.12, sky130_fd_sc_hd__clkdlybuf4s50_1 0.41
## area by class of cell
class                           instances  area [um^2]  share of cell area
Antenna cell                            1        2.502           0.0001993
Inverter                              182        683.2             0.05440
Multi-Input combinational cell       1340         9733              0.7751
Tap cell                              275        344.1             0.02740
Timing Repair Buffer                  182         1794              0.1429
Power figures rest on the tool's default switching activity, not on a simulated workload.
