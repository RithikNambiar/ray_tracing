==> design.v <==
module signed_vector_cross_product (in_vector_1, in_vector_2, out_vector);
  input [56:0] in_vector_1;
  input [56:0] in_vector_2; 
  output [56:0] out_vector;
  wire [18:0] wire_x1;
  wire [18:0] wire_y1;   
  wire [18:0] wire_z1;
  wire [18:0] wire_x2;
  wire [18:0] wire_y2;   
  wire [18:0] wire_z2;
  reg [36:0] temp_y1z2;
  reg [36:0] temp_z1y2;
  reg [36:0] temp_z1x2;
  reg [36:0] temp_x1z2;
  reg [36:0] temp_x1y2;
  reg [36:0] temp_y1x2;
  reg [18:0] product_y1z2;
  reg [18:0] product_z1y2;
  reg [18:0] product_z1x2;
  reg [18:0] product_x1z2;
  reg [18:0] product_x1y2;
  reg [18:0] product_y1x2;
  reg [19:0] temp_x;
  reg [19:0] temp_y;
  reg [19:0] temp_z;
  reg [18:0] out_x;
  reg [18:0] out_y;
  reg [18:0] out_z;
  localparam BOTH_POS          = 2'b00;      
  localparam FIRST_POS_SEC_NEG = 2'b01;      
  localparam FIRST_NEG_SEC_POS = 2'b10;      
  localparam BOTH_NEG          = 2'b11;      
  assign wire_x1[18:0] = in_vector_1[56:38];
  assign wire_x2[18:0] = in_vector_2[56:38];
  assign wire_y1[18:0] = in_vector_1[37:19];  
  assign wire_y2[18:0] = in_vector_2[37:19];
  assign wire_z1[18:0] = in_vector_1[18:0];
  assign wire_z2[18:0] = in_vector_2[18:0];
  always @ *
    begin : X_COMPONENT
      begin  : PRODUCT_Y1Z2
        temp_y1z2[35:0] = wire_y1[17:0] * wire_z2[17:0];  
        temp_y1z2[36] = wire_y1[18] ^ wire_z2[18];  
        product_y1z2[18:0] = {|temp_y1z2[35:28]} ? {temp_y1z2[36],{18{1'b1}}} : {temp_y1z2[36],temp_y1z2[27:10]};   
      end   
      begin  : PRODUCT_Z1Y2
        temp_z1y2[35:0] = wire_z1[17:0] * wire_y2[17:0];  
        temp_z1y2[36] = wire_z1[18] ^ wire_y2[18];  
        product_z1y2[18:0] = {|temp_z1y2[35:28]} ? {temp_z1y2[36],{18{1'b1}}} : {temp_z1y2[36],temp_z1y2[27:10]};   
      end   
      begin : SUBTRACTION__Y1Z2_Z1Y2
        case ( {product_y1z2[18], product_z1y2[18]} ) 
          BOTH_POS: begin                                   
                      if (product_y1z2[17:0] < product_z1y2[17:0])
                        begin
                          temp_x[18:0] = product_z1y2[17:0] - product_y1z2[17:0];
                          temp_x[19] = 1;                        
                        end
                      else  
                        begin
                          temp_x[18:0] = product_y1z2[17:0] - product_z1y2[17:0];
                          temp_x[19] = 0;                        
                        end
                    end  
          FIRST_POS_SEC_NEG: begin                          
                               temp_x[18:0] = product_y1z2[17:0] + product_z1y2[17:0];
                               temp_x[19] = 0;                   
                             end  
          FIRST_NEG_SEC_POS: begin                          
                               temp_x[18:0] = product_y1z2[17:0] + product_z1y2[17:0];
                               temp_x[19] = 1;                   
                             end  
          BOTH_NEG: begin                                   
                      if (product_y1z2[17:0] > product_z1y2[17:0])
                        begin
                          temp_x[18:0] = product_y1z2[17:0] - product_z1y2[17:0];
                          temp_x[19] = 1;                        
                        end 
                      else  
                        begin
                          temp_x[18:0] = product_z1y2[17:0] - product_y1z2[17:0];
                          temp_x[19] = 0;                        
                        end
                    end  
        endcase
        out_x[18:0] = temp_x[18] ? {temp_x[19],{18{1'b1}}} : {temp_x[19], temp_x[17:0]};
      end   
    end  
  always @ *
    begin : Y_COMPONENT
      begin  : PRODUCT_Z1X2
        temp_z1x2[35:0] = wire_z1[17:0] * wire_x2[17:0];  
        temp_z1x2[36] = wire_z1[18] ^ wire_x2[18];  
        product_z1x2[18:0] = {|temp_z1x2[35:28]} ? {temp_z1x2[36],{18{1'b1}}} : {temp_z1x2[36],temp_z1x2[27:10]};   
      end   
      begin  : PRODUCT_X1Z2
        temp_x1z2[35:0] = wire_z1[17:0] * wire_y2[17:0];  
        temp_x1z2[36] = wire_z1[18] ^ wire_y2[18];  
        product_x1z2[18:0] = {|temp_x1z2[35:28]} ? {temp_x1z2[36],{18{1'b1}}} : {temp_x1z2[36],temp_x1z2[27:10]};   
      end   
      begin : SUBTRACTION__Z1X2_X1Z2
        case ( {product_z1x2[18], product_x1z2[18]} ) 
          BOTH_POS: begin                                   
                      if (product_z1x2[17:0] < product_x1z2[17:0])
                        begin
                          temp_y[18:0] = product_x1z2[17:0] - product_z1x2[17:0];
                          temp_y[19] = 1;                        
                        end
                      else  
                        begin
                          temp_y[18:0] = product_z1x2[17:0] - product_x1z2[17:0];
                          temp_y[19] = 0;                        
                        end
                    end  
          FIRST_POS_SEC_NEG: begin                          
                               temp_y[18:0] = product_z1x2[17:0] + product_x1z2[17:0];
                               temp_y[19] = 0;                   
                             end  
          FIRST_NEG_SEC_POS: begin                          
                               temp_y[18:0] = product_z1x2[17:0] + product_x1z2[17:0];
                               temp_y[19] = 1;                   
                             end  
          BOTH_NEG: begin                                   
                      if (product_z1x2[17:0] > product_x1z2[17:0])
                        begin
                          temp_y[18:0] = product_z1x2[17:0] - product_x1z2[17:0];
                          temp_y[19] = 1;                        
                        end 
                      else  
                        begin
                          temp_y[18:0] = product_x1z2[17:0] - product_z1x2[17:0];
                          temp_y[19] = 0;                        
                        end
                    end  
        endcase
        out_y[18:0] = temp_y[18] ? {temp_y[19],{18{1'b1}}} : {temp_y[19], temp_y[17:0]};
      end   
    end  
  always @ *
    begin : Z_COMPONENT
      begin  : PRODUCT_X1Y2
        temp_x1y2[35:0] = wire_x1[17:0] * wire_y2[17:0];  
        temp_x1y2[36] = wire_x1[18] ^ wire_y2[18];  
        product_x1y2[18:0] = {|temp_x1y2[35:28]} ? {temp_x1y2[36],{18{1'b1}}} : {temp_x1y2[36],temp_x1y2[27:10]};   
      end   
      begin  : PRODUCT_Y1X2
        temp_y1x2[35:0] = wire_y1[17:0] * wire_x2[17:0];  
        temp_y1x2[36] = wire_y1[18] ^ wire_x2[18];  
        product_y1x2[18:0] = {|temp_y1x2[35:28]} ? {temp_y1x2[36],{18{1'b1}}} : {temp_y1x2[36],temp_y1x2[27:10]};   
      end   
      begin : SUBTRACTION__X1Y2_Y1X2
        case ( {product_x1y2[18], product_y1x2[18]} ) 
          BOTH_POS: begin                                   
                      if (product_x1y2[17:0] < product_y1x2[17:0])
                        begin
                          temp_z[18:0] = product_y1x2[17:0] - product_x1y2[17:0];
                          temp_z[19] = 1;                        
                        end
                      else  
                        begin
                          temp_z[18:0] = product_x1y2[17:0] - product_y1x2[17:0];
                          temp_z[19] = 0;                        
                        end
                    end  
          FIRST_POS_SEC_NEG: begin                          
                               temp_z[18:0] = product_x1y2[17:0] + product_y1x2[17:0];
                               temp_z[19] = 0;                   
                             end  
          FIRST_NEG_SEC_POS: begin                          
                               temp_z[18:0] = product_x1y2[17:0] + product_y1x2[17:0];
                               temp_z[19] = 1;                   
                             end  
          BOTH_NEG: begin                                   
                      if (product_x1y2[17:0] > product_y1x2[17:0])
                        begin
                          temp_z[18:0] = product_x1y2[17:0] - product_y1x2[17:0];
                          temp_z[19] = 1;                        
                        end 
                      else  
                        begin
                          temp_z[18:0] = product_y1x2[17:0] - product_x1y2[17:0];
                          temp_z[19] = 0;                        
                        end
                    end  
        endcase
        out_z[18:0] = temp_z[18] ? {temp_z[19],{18{1'b1}}} : {temp_z[19], temp_z[17:0]};
      end   
    end  
 assign out_vector[56:0] = {out_x[18:0], out_y[18:0], out_z[18:0]};
endmodule
==> run.sh <==
#!/bin/bash
# OpenROAD 26Q1-2900-gdf79404cd8, Yosys 0.63+post, stock flow scripts
make -C /OpenROAD-flow-scripts/flow DESIGN_CONFIG=/design/flow/config.mk WORK_HOME=/design/flow/orfs finish
==> config.mk <==
export PLATFORM = sky130hd
export DESIGN_NAME = signed_vector_cross_product
export DESIGN_NICKNAME = signed_vector_cross_product
export VERILOG_FILES = /design/flow/design.v
export SDC_FILE = /design/flow/constraint.sdc
export NUM_CORES = 4
export LEC_CHECK = 1
export CORE_UTILIZATION = 50
==> constraint.sdc <==
current_design signed_vector_cross_product

set clk_period 40.8
set clk_io_pct 0.2

create_clock -name clk0 -period $clk_period

set non_clock_inputs [all_inputs -no_clocks]
set_input_delay [expr $clk_period * $clk_io_pct] -clock clk0 $non_clock_inputs
set_output_delay [expr $clk_period * $clk_io_pct] -clock clk0 [all_outputs]
==> flow_summary.json <==
{
  "utilization_pct": 52.99,
  "min_path_type": "input port to output port",
  "io_buffers": 171,
  "hold_start": "in_vector_2[18]",
  "crit_path_max_incr_delay_ns": 0.62,
  "synth_cells": 7642,
  "synth.cell_area_um2": 62730,
  "synth_seq_share_pct": 0,
  "grt_first_pass_wirelength_um": 277800,
  "yosys-stat-area_um2": 62730,
  "grt_max_degree": 38,
  "yosys_cells": 7642,
  "die_w_um": 356.2,
  "final-hold-violation-count": 0,
  "startpoint_type": "input port",
  "min_path_cells": 6,
  "holdBufCountCts": 0,
  "rows": 129,
  "syn_to_final_growth_pct": 4.841,
  "dieHeight_um": 356.2,
  "grt_antenna_before_repair": 4,
  "drv_cap": 0,
  "drive_gt1_share_pct": 2.878,
  "post_cts_resized": 0,
  "slew_viol_final": 0,
  "wl_per_cell_um": 18.66,
  "cp.required_ns": 32.64,
  "vias": 48970,
  "flop_area_um2": 0,
  "outcome": "completed",
  "drtPass1Iterations": 24,
  "postLayoutCellArea_um2": 65770,
  "cp_slowest_cell": "or3_1",
  "critPathKind": "input port to output port",
  "io_pins": 171,
  "vias_per_cell": 5.357,
  "diodes": 0,
  "drt_iter0_markers": 2445,
  "hpwl_um": 134400,
  "first_global_vias": 50810,
  "grt_use_total_pct": 29.66,
  "flops": 0,
  "cp.arrival_ns": 20.94,
  "rsz0062_at_grt": "no",
  "tightest_slew_ns": 0.9059,
  "placed_area_um2": 65770,
  "fin_crit_ns": 29.10,
  "grt_overflow": 0,
  "critPathMaxFanout": 36,
  "synth.distinct_cells": 98,
  "period_used_pct": 71.32,
  "core_area_um2": 124100,
  "end_kind": "output port",
  "setup_violations": 0,
  "dieArea_um2": 126900,
  "fmax_mhz": 34.36,
  "fin_tns_setup_ns": 0,
  "cts_setup_buffers": 0,
  "path_common_cell": "fa_1",
  "relSlewSlack_pct": 39.42,
  "warning_count": 144,
  "gp_congestion": 0.9814,
  "worstHoldEndpoint": "out_vector[56]",
  "ant_nets": 0,
  "routed_wl_um": 170600,
  "fp_util_pct": 50.54,
  "ys.warnings.count": 1,
  "syn_avg_cell_area_um2": 8.209,
  "nClkBuffers": 0,
  "drc": 0
}
==> synthesized netlist by cell type (all sizes together), types with 7 or more instances <==
| cell | number | area share (%) |
|---|---|---|
| a2111oi | 11 | 0.19 |
| a211oi | 30 | 0.39 |
| a21o | 60 | 0.72 |
| a21oi | 263 | 2.1 |
| a221oi | 24 | 0.34 |
| a22oi | 11 | 0.13 |
| a31oi | 14 | 0.14 |
| a41oi | 7 | 0.098 |
| and2 | 844 | 8.4 |
| and3 | 26 | 0.27 |
| and4 | 10 | 0.14 |
| buf | 10 | 0.096 |
| clkbuf | 418 | 2.5 |
| fa | 1279 | 41 |
| ha | 705 | 14 |
| inv | 1633 | 9.8 |
| mux2 | 17 | 0.31 |
| mux2i | 74 | 1.2 |
| nand2 | 1051 | 6.3 |
| nand2b | 34 | 0.34 |
| nand3 | 69 | 0.55 |
| nand4 | 29 | 0.29 |
| nor2 | 183 | 1.1 |
| nor2b | 45 | 0.45 |
| nor3 | 67 | 0.53 |
| nor4 | 15 | 0.17 |
| o211a | 10 | 0.16 |
| o211ai | 39 | 0.50 |
| o21a | 31 | 0.37 |
| o21ai | 157 | 1.3 |
| o21bai | 51 | 0.61 |
| o221ai | 11 | 0.16 |
| o22a | 10 | 0.14 |
| o22ai | 12 | 0.12 |
| o311ai | 8 | 0.11 |
| o31ai | 24 | 0.30 |
| or2 | 36 | 0.36 |
| or3 | 23 | 0.23 |
| xnor2 | 135 | 1.9 |
| xor2 | 63 | 0.88 |
==> logic make-up (layout without fill, tap and decap cells) <==
group	count (synthesis)	count (layout)	share of synthesized area, %
multiplexers	91	91	1.486
AND-OR/OR-AND	849	849	9.009
adder cells (fa/ha/maj)	1984	1984	54.88
buffers and inverters	2065	1928	12.40
XOR/XNOR	198	198	2.764
AND/OR/NAND/NOR	2455	2455	19.46
==> routing by layer <==
metal	GRT usage [%]	vias up	share of wire [%]
li1	-	22950	-
met1	42.99	24270	42
met2	47.01	1598	48
met3	8.772	155	8.1
met4	4.807	4	1.9
met5	0.07407	-	0.016
==> worst max-delay path by stage <==
stage                            from        endpoint  slack [ns]  depth (start not counted)
final                 in_vector_2[50]  out_vector[13]       11.70                         36
after global routing  in_vector_1[51]  out_vector[13]       10.62                         35
after CTS             in_vector_1[52]  out_vector[13]       11.84                         36
==> stage by stage <==
step / instances / hold slack (ns) / setup WS, ns
global route: 9142 / 17.75 / 10.62
global placement: 9142 / 17.67 / 12.10
finish: 9142 / 17.67 / 11.70
detailed placement: 9142 / 17.68 / 11.91
CTS: 9142 / 17.68 / 11.84
floorplan: 7642 / 16.67 / 14.38
==> layout make-up <==
cell class | count | area, µm²
repair buffers | 291 | 2613
fillers | 11670 | 58350
well taps | 1637 | 2048
inverters | 1637 | 6145
multi-input cells | 5577 | 54960
==> placed cells by master (no fill, tap or decap), types with 25 or more instances in the layout <==
cell,n
a211oi_1,28
a21o_1,60
a21oi_1,263
and2_1,843
and3_1,25
buf_4,120
clkdlybuf4s50_1,171
fa_1,1279
ha_1,705
inv_1,1631
mux2i_1,74
nand2_1,1049
nand2b_1,34
nand3_1,69
nand4_1,29
nor2_1,182
nor2b_1,45
nor3_1,67
o211ai_1,35
o21a_1,31
o21ai_0,150
o21bai_1,51
or2_2,35
xnor2_1,135
xor2_1,63
==> worst max-delay path, delay by kind of cell <==
family	cells	cell delay, ns
mux	1	0.25
fa+ha+maj	8	3.87
simple gates	9	3.32
compound gates	12	3.74
buf+inv	6	1.53
